===== flow/config.mk =====
export PLATFORM = sky130hd
export DESIGN_NAME = simpleuart
export DESIGN_NICKNAME = simpleuart
export VERILOG_FILES = /design/flow/design.v
export SDC_FILE = /design/flow/constraint.sdc
export NUM_CORES = 4
export LEC_CHECK = 1
export CORE_AREA = 10 10 83 83
export DIE_AREA = 0 0 93 93

===== flow/constraint.sdc =====
current_design simpleuart

set clk_period 4.5
set clk_io_pct 0.2

create_clock -name clk0 -period $clk_period [get_ports {iclk}]

set non_clock_inputs [all_inputs -no_clocks]
set_input_delay [expr $clk_period * $clk_io_pct] -clock clk0 $non_clock_inputs
set_output_delay [expr $clk_period * $clk_io_pct] -clock clk0 [all_outputs]

===== flow/design.v =====
module simpleuart 
  #(
    parameter SFR_ADDRESS=8'h90,
    parameter BAUD_DIVISOR=8'h02
    ) (
       input wire 	rst,
       input wire 	iclk,
       input wire 	ram_wr_en_sfr,
       input wire [7:0] ram_wr_addr,
       input wire [7:0] ram_wr_byte,
       output reg 	tx,
       output reg [1:0] state	
       );
   parameter STATE_IDLE = 2'b00;
   parameter STATE_START = 2'b01;
   parameter STATE_BITS  = 2'b10;
   parameter STATE_STOP  = 2'b11;
   reg [3:0] 		bit_counter = 4'b0;
   reg [9:0] 		data;
   reg [7:0] 		datain;
   reg 			baud_clk = 0;
   reg [7:0] 		baud_counter = 8'b0;
   always @ (posedge iclk) begin
      if (rst == 1) begin
	 state <= STATE_IDLE;
	 data <= 10'b0;
      end else if (ram_wr_en_sfr == 1 && state == STATE_IDLE ) begin
         data <= {1'b0, ram_wr_byte, 1'b1};
	 state <= STATE_BITS;
	 bit_counter <= 0;
      end
      if(baud_counter < BAUD_DIVISOR) begin			     
	 baud_counter <= baud_counter + 1 ;	 
      end else begin
	 baud_counter <= 8'b0;
	 case (state)
	   STATE_IDLE: begin 
	      tx <= 1'b1;
	   end
	   STATE_BITS: begin  
	      tx <= data[9];
	      data <= {data[8:0], 1'b0};
	      bit_counter <= bit_counter + 1;
	      if(bit_counter == 9) begin state <= STATE_STOP; end
	   end
	   STATE_STOP: begin
	      tx <= 1'b1;
	      state <= STATE_IDLE;
	      bit_counter <= 0;	      
	   end
	 endcase  
      end			    
   end  
endmodule  

===== flow/run.sh =====
#!/bin/bash
# OpenROAD 26Q1-2900-gdf79404cd8, Yosys 0.63+post, stock flow scripts
make -C /OpenROAD-flow-scripts/flow DESIGN_CONFIG=/design/flow/config.mk WORK_HOME=/design/flow/orfs finish

==> qor.csv <==
stage,metric,value,unit
route,wl_per_cell,10.22,microns
yosys,yosys.stat.seqShare,0.4755,
route,drtIter0Drc,27,
global_route,grtUsageTotal,0.04571,
place,numPortBuffers,13,
pwr,leakagePower,0.5410,nW
yosys,common_cells,"24 x dfxtp_1, 8 x nand2_1, 7 x a22o_1, 7 x ha_1, 6 x inv_1",
floorplanning,fp_util,0.2089,
floorplanning,die_width,93,microns
worst_setup_path,path_class,flip-flop to primary output,
global_route,grt_overflow,0,
yosys,synth_async_sr_flop_share,0,
worst_hold_path,hold_path.class,flip-flop to flip-flop,
clock_tree,cts.sinks,25,
clock_tree,clk_pin_slew,80,ps
yosys,synthCells,98,
clock_tree,cts_tree,done,
final_timing,max-slew-margin-rel,0.4308,
yosys,synth_cell_types,33,
floorplanning,chip_area,8649,sq um
pwr,power,0.0004380,W
yosys,synth_flops,25,
global_route,grt_max_degree,15,
final_timing,setup_violations,0,
floorplanning,core_area,5140,sq um
pwr,irDropWorstVdd,0.07564,mV
final_timing,hold_viol,0,
route,detail_route.vias_per_cell,3.947,
yosys,yosys_area,1074,sq um
yosys,top_area_cell,dfxtp_1,
route,drt_first_pass_iters,2,
place,dpl.hpwl,1.459,mm
final_timing,drv_slew,0,
final_timing,whs,430.0,ps
yosys,synth_top_flop_cell,dfxtp_1,
worst_setup_path,cpPeakStageDelay,510,ps
floorplanning,num_io_pins,22,
status,status,"finished, final reports clean",
worst_setup_path,required,3600,ps
final_timing,fmax,476.6,MHz
flow_run,maxCapViolations,0,
final_timing,rsz0062_at_grt,no,
floorplanning,die_h,93,microns
worst_setup_path,cp_cell_sequence,clkdlybuf4s50_1,
final_timing,period_needed,2098,ps
final_timing,worst_pin_slew,846.0,ps
route,ant_nets,0,
clock_tree,postCtsHoldBufs,0,
layout,area_growth,24.59,%
worst_setup_path,crit_fanout,6,
layout,fillerInstances,578,
worst_setup_path,crit_buf_inv,1,
layout,seq_area,510.5,sq um
floorplanning,fp-row-count,26,
global_route,grt_pass1_vias,775,
layout,drive_gt1_frac,0.1368,
yosys,synth.avg_cell_area,10.95,sq um
layout,comb_area,533.0,sq um
worst_setup_path,cp_top_family,buffers and inverters,
clock_tree,cts_root_buf,clkbuf_8,
worst_setup_path,start_kind,flip-flop,
clock_tree,clk_latency,260,ps
clock_tree,post_cts_resized,0,
worst_setup_path,crit_slowest_cell,clkdlybuf4s50_1,
global_route,grt_pass1_wl,3.394,mm
clock_tree,cts_setup_buffers,0,
layout,fin_area,1338,sq um
yosys,top_cell,dfxtp_1,
route,drt_drc_violations_left,0,
yosys,synth_top_area_share,0.4476,
worst_setup_path,end_kind,primary output,
yosys,ys_cells,98,
clock_tree,ctsLongestPathBuffers,2,
yosys,synth_area,1074,sq um
yosys,synth.yosys.warnings,1,
final_timing,finalClockPeriodUsage,0.4663,
route,drt-total-wl,1.911,mm
global_route,antenna_found_initial,0,
pwr,powerDensity,327.5,nW/um^2
final_timing,finClkSkew,4.593,ps
layout,finalCoreUtilization,0.2602,
yosys,edf_count,1,
clock_tree,cts_buffers,3,
place,post_dp_cell_area,1291,sq um
worst_setup_path,critical_path_arrival,1200,ps
place,gp_congestion,0.7873,
route,vias,738,
clock_tree,htreeDepth,1,
route,antennaDiodeCount,0,
final_timing,fin_setup_tns,0,ps
flow_run,warning_count,37,
yosys,synthTopCellsByArea,"dfxtp_1 45%, ha_1 8.2%, a22o_1 5.7%, mux2_2 4.2%, mux2_4 4.2%",
-- cell families after synthesis --
| family | count (synthesis) | synth area share |
|---|---|---|
| compound gates | 23 | 0.1655 |
| flops | 25 | 0.4755 |
| buf+inv | 9 | 0.04196 |
| simple gates | 22 | 0.1131 |
| xor+xnor | 2 | 0.01632 |
| other cells | 1 | 0.003493 |
| mux | 9 | 0.1026 |
| fa+ha+maj | 7 | 0.08158 |
-- layer usage --
layer / vias to the layer above / GRT usage / share of wire
li1: 388 / - / -
met1: 341 / 0.06166 / 0.49
met2: 7 / 0.07301 / 0.45
met3: 2 / 0.008885 / 0.035
met4: 0 / 0.01285 / 0.025
met5: - / 0 / 0
-- report_power, final --
group | switching (W) | leakage, nW | internal, W
Sequential | 0.0000109 | 0.206 | 0.000240
Combinational | 0.0000254 | 0.310 | 0.0000342
Clock | 0.0000662 | 0.0255 | 0.0000617
Total | 0.000103 | 0.541 | 0.000335
-- cell type report --
| type | instances | share of cell area |
|---|---|---|
| multi-input cells | 68 | 0.3985 |
| flip-flops and latches | 25 | 0.3817 |
| repair buffers | 14 | 0.1029 |
| well taps | 70 | 0.06548 |
| clock buffers | 3 | 0.03087 |
| inverters | 6 | 0.01684 |
| clock inverters | 1 | 0.003742 |
-- flip-flops by register name (all words and copies together), names as in the netlist --
register / flops
baud_counter: 8
bit_counter: 4
state: 2
data: 10
tx: 1
-- final timing paths --
| kind | from | endpoint | slack [ps] | cells past startpoint |
|---|---|---|---|---|
| worst min-delay path | baud_counter[0]$_SDFF_PN0_ | baud_counter[0]$_SDFF_PN0_ | 430 | 1 |
| worst min register to register | baud_counter[0]$_SDFF_PN0_ | baud_counter[0]$_SDFF_PN0_ | 430 | 1 |
| worst max register to register | baud_counter[3]$_SDFF_PN0_ | data[5]$_DFF_P_ | 2680 | 3 |
| worst max-delay path | state[1]$_DFF_P_ | state[1] | 2400 | 1 |
-- cells in the final DEF, fill, tap and decap left out, drive strengths merged, types with 2 or more instances in the layout --
| cell type | count |
|---|---|
| clkdlybuf4s50 | 13 |
| ha | 7 |
| and3 | 3 |
| a22o | 7 |
| a211oi | 3 |
| inv | 6 |
| o22ai | 3 |
| dfxtp | 24 |
| conb | 5 |
| nor3 | 2 |
| nand2b | 2 |
| clkbuf | 3 |
| nand2 | 8 |
| a21oi | 6 |
| mux2 | 7 |
| mux2i | 2 |
-- through the flow --
| stage | cells | setup WS [ps] |
|---|---|---|
| floorplan | 102 | 2701 |
| global placement | 183 | 2168 |
| detailed placement | 183 | 2147 |
| CTS | 187 | 2369 |
| global route | 187 | 2311 |
| finish | 187 | 2402 |
Power and IR drop assume default switching activity.
