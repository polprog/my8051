==> ./design.v <==
module my_rom(
	      input wire enable,
	      input wire[15:0] addr,
	      output reg[7:0] data
      );
   always @* begin
      case (addr)
	16'h0000: data = 8'h00;  
	16'h0001: data = 8'h00;  
	16'h0002: data = 8'h00;  
	16'h0003: data = 8'h00;  
	16'h0004: data = 8'h00;  
	16'h0005: data = 8'h00;  
	16'h0006: data = 8'hF5;  
	16'h0007: data = 8'h91;  
	16'h0008: data = 8'h04;  
 	16'h0009: data = 8'h00;  
	16'h000A: data = 8'h00; 
	16'h000B: data = 8'h00;  
	16'h000C: data = 8'h00;  
	16'h000D: data = 8'h00;  
	16'h000E: data = 8'h00;  
	16'h000F: data = 8'h00;  
	default: data = 8'h00;
	16'h00FD: data = 8'h02;
	16'h00FE: data = 8'h00;
	16'h00FF: data = 8'h00;
      endcase  
   end  
endmodule  
==> ./run.sh <==
#!/bin/bash
# OpenROAD 26Q1-2900-gdf79404cd8, Yosys 0.63+post, stock flow scripts
make -C /OpenROAD-flow-scripts/flow DESIGN_CONFIG=/design/flow/config.mk WORK_HOME=/design/flow/orfs finish
==> ./config.mk <==
export PLATFORM = sky130hd
export DESIGN_NAME = my_rom
export DESIGN_NICKNAME = my_rom
export VERILOG_FILES = /design/flow/design.v
export SDC_FILE = /design/flow/constraint.sdc
export NUM_CORES = 4
export LEC_CHECK = 1
export CORE_AREA = 10 10 70 70
export DIE_AREA = 0 0 80 80
==> ./constraint.sdc <==
current_design my_rom

set clk_period 1.9
set clk_io_pct 0.2

create_clock -name clk0 -period $clk_period

set non_clock_inputs [all_inputs -no_clocks]
set_input_delay [expr $clk_period * $clk_io_pct] -clock clk0 $non_clock_inputs
set_output_delay [expr $clk_period * $clk_io_pct] -clock clk0 [all_outputs]
==> summary.txt <==
Implementation results. The flow ran to the end, but the final reports show violations. The checks that failed: setup timing. Largest net degree at the start of global routing landed at 4. Upper clock frequency limit landed at 505 MHz.

Broken down by cell family, the worst path's largest delay share belongs to simple AND/OR/NAND/NOR gates. In the log, the iteration count for the first detailed-route pass is 2. Synthesis-to-layout area growth landed at 308%. Minimum hold slack landed at 1.09 ns.

The synthesized netlist contains 11 unique library cells. Critical path data arrival time landed at 1.60 ns. The library cells used most frequently in the layout, excluding fill and tap cells, are buf_4, buf_6, buf_2. Counting endpoints that fail hold in the final report gives 0. Count of instantiated cells in the yosys netlist landed at 17. The vertical die dimension reported for this design is 80 um. According to the floorplan report, the total die area is 6400 um^2.

Total cell area reported by yosys after synthesis landed at 124 um^2. Of the synthesized area, sequential elements account for 0%. Critical path data required time landed at 1.52 ns. Mean area per synthesized cell landed at 7.29 um^2. Fill cells in the final layout number 402. In the final layout, the multi-input gates occupy 148 um^2. For this block, the routed nets add up to 1.07 mm of wire.

Sequential cells account for 0% of the total power. The final critical path takes up 104% of the cycle. Clock share of power landed at 0%. Number of primary I/O pins landed at 25.

The synthesis report lists the Yosys warning total as 1. Looking at the critical path, the highest net fanout was 2. Flip-flop and latch count landed at 0. Final-layout clock buffer total landed at 0. In this run, the combinational gates consume 100.0% of the power. The timing report notes that buffer and inverter cells on the critical path total 4. The floorplan step defined a core boundary enclosing 3420 um^2. After technology mapping, the gate count stands at 17. Total area of sequential cells landed at 0 um^2. The worst setup path is launched from an input pin.

According to the timing report, the critical path is launched from addr[5]. STA classifies the critical path endpoint as an output port. Per the gpl log, the routability congestion estimate is 0.741.

The via count of the first global-routing pass is 299. Setup repair after global routing could not meet its margin everywhere. Per the final report, max-transition violations number 0.

Internal power summed over all cells landed at 33.5 uW. Global-route usage over all layers landed at 3.05%. For the finished layout, the period the worst path requires is 1.98 ns. The net switching power in the latest report is 19.5 uW.

Using the TritonRoute via totals, the vias-per-cell ratio works out to 2.76. Delay of the slowest cell on the worst path landed at 0.53 ns. The critical path in the final layout is reported with a setup slack of -0.0794 ns. Detailed-route wire length per cell landed at 11.2 um. Traced cell by cell, the critical path runs through buf_6 > or4_4 > buf_6 > buf_6 > a2111oi_4 > buf_2. Of the post-synthesis cell area, the dominant cell type holds 24.2%. Count of vias placed by the detailed router landed at 265. Ranked by total cell area, the synthesized netlist is headed by buf_4, nor4_1, a2111oi_2, or4_4, nor3_1.

In this run the power density over the cells is 105 nW/um^2. The type recorded for the worst min-delay path is input pin to output port. From left edge to right edge, the die measures 80 um. End-of-flow core utilization landed at 14.8%.

The most common logic cell in the final layout is buf_4. The most numerous cell type found on the critical path is buf_6. Initial antenna violation count landed at 0.

Remaining design rule violation count landed at 0. Total congestion overflow after global routing landed at 0. The startpoint identified for the worst hold timing path is addr[5].

Looking at the setup timing report, the critical path kind is input pin to output port. Input and output buffers added on the ports amount to 23. Post-route setup TNS landed at -0.239 ns. The post-route netlist has 72.0% of its cells at a drive strength greater than 1. Post-route antenna net violation count landed at 0. The floorplan step records an initial core utilization of 3.63%. Across all stage logs, warnings added up to 35. Total leakage power landed at 0.223 nW. Floorplan row count landed at 21. The switching portion of total power comes to 36.8%. Sorting the Yosys area breakdown by cell type puts at the top buf_4.

The first routing iteration left 3 violations. Detailed placement ended at an HPWL of 893 um. The first global-routing pass estimated 1.57 mm of wire. Maximum resistive drop on vdd landed at 0.0280 mV. Among all stages on the critical path, the largest delay is contributed by or4_4. After synthesis the cells add up to 124 um^2. Max-cap violations in this run came to 0.

Per the finish-stage timing summary, setup violations number 6. In the routed netlist, the antenna diode instances number 0.
[area by class of cell]
cell class                 instances  area share (%)
timing repair buffer              37            59.4
multi-input combinational         13            29.2
tap                               46            11.4
[power by group through the flow]
stage     Clock, mW  Sequential (mW)  Combinational (mW)
4_1_cts           0                0              0.0488
6_report          0                0              0.0531
5_1_grt           0                0              0.0568
[final timing paths]
| path | endpoint | depth (start not counted) | slack, ns |
|---|---|---|---|
| worst min-delay path | data[1] | 4 | 1.09 |
| worst max-delay path | data[2] | 6 | -0.08 |
[through the flow]
| step | power (mW) | instances | area, um^2 | setup slack [ns] |
|---|---|---|---|---|
| 2_1_floorplan | 0.00678 | 17 | 124 | 0.295 |
| 3_3_place_gp | 0.0494 | 88 | 427 | -0.722 |
| 3_5_place_dp | 0.0496 | 88 | 427 | -0.684 |
| 4_1_cts | 0.0488 | 95 | 468 | -0.156 |
| 5_1_grt | 0.0568 | 96 | 505 | -0.135 |
| 6_report | 0.0531 | 96 | 505 | -0.0794 |
[per-layer routing]
metal	GRT usage [%]	vias up	part of all wire [%]	routed length (um)
met5	0	-	0	0
met4	0	0	0	0
met3	0.795	0	5.7	61
met2	5.86	7	53	563
met1	3.43	127	42	446
li1	-	131	-	-
[repair_timing]
item / 4_1_cts / 5_1_grt
resized: 58 / 18
pin swaps: 10 / 7
setup endpoints to repair: 7 / 5
hold buffers: 0 / 0
setup buffers: 8 / 1
[cell usage after synthesis]
| cell | instances |
|---|---|
| buf_4 | 4 |
| nor4_1 | 3 |
| nor3_1 | 2 |
| a2111oi_2 | 1 |
| conb_1 | 1 |
| nand2_1 | 1 |
| nand3b_1 | 1 |
| nand4_1 | 1 |
| nand4b_1 | 1 |
| or3b_1 | 1 |
| or4_4 | 1 |
[logic make-up (layout without fill, tap and decap cells)]
| group | after synthesis | after routing | synth area share [%] |
|---|---|---|---|
| AOI/OAI and AO/OA | 1 | 1 | 12.1 |
| other | 1 | 1 | 3.03 |
| and+or+nand+nor | 11 | 11 | 60.6 |
| buffers and inverters | 4 | 37 | 24.2 |
Power figures rest on the tool's default switching activity, not on a simulated workload.
